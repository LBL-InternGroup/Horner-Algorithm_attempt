`design/flow/run.sh`:
```
#!/bin/bash
# OpenROAD 26Q1-2900-gdf79404cd8, Yosys 0.63+post, stock flow scripts
make -C /OpenROAD-flow-scripts/flow DESIGN_CONFIG=/design/flow/config.mk WORK_HOME=/design/flow/orfs finish
```
`design/flow/config.mk`:
```
export PLATFORM = sky130hd
export DESIGN_NAME = Horner
export DESIGN_NICKNAME = Horner
export VERILOG_FILES = /design/flow/design.v
export SDC_FILE = /design/flow/constraint.sdc
export NUM_CORES = 4
export LEC_CHECK = 1
export CORE_UTILIZATION = 50
```
`design/flow/constraint.sdc`:
```
current_design Horner

set clk_period 10.9
set clk_io_pct 0.2

create_clock -name clk0 -period $clk_period [get_ports {clk}]

set non_clock_inputs [all_inputs -no_clocks]
set_input_delay [expr $clk_period * $clk_io_pct] -clock clk0 $non_clock_inputs
set_output_delay [expr $clk_period * $clk_io_pct] -clock clk0 [all_outputs]
```
`design/flow/design.v`:
```
module Add32 
        (   input clk,
            input rst,
            input [31:0] In1,
            input [31:0] In2,
            output reg [31:0] out );
    always @(posedge clk) begin
        out <= In1+In2;
    end
endmodule
module Mult32 (input clk,
               input [31:0] In1,
               input [31:0] In2,
               output reg [31:0] c_out, out);
        always @(posedge clk) begin
                {c_out, out} <= In1 * In2;
        end
endmodule 
module Mux21 (input [1:0] sel,
              input [31:0] cn,
              input [31:0] y,
              output reg [31:0] out); 
        always @(sel or cn or y) begin
            if (sel == 1'b0)
                out <= cn;
            else
                out <= y;
        end
endmodule
module Horner(input clk,
              input rst,
              input [31:0] x,
              input [31:0] cn,
              output wire [31:0] z);
        reg [1:0] sel = 1'b0;
        wire [31:0] a, b;
        wire [31:0] prod;
        reg [1:0] coeff_ind;
        reg [31:0] coeff_reg;
         reg [31:0] mem [0:3];   
        reg [31:0] out;
    initial begin
        mem[0] = 4'h1;
        mem[1] = 4'h2;
        mem[2] = 4'h3;
        mem[3] = 4'h4;
        out = 4'h1;
        coeff_reg = 4'h0;
    end
    assign a = sel ? out : cn;
    Mult32 mu(clk,a,x,prod, z);
    Add32 a1(clk,rst,out,coeff_reg,b);
    always @(posedge clk) begin
        if (rst) begin
          out <= 0;
          coeff_ind <= 0; 
        end
        else begin
               coeff_ind <= coeff_ind + 4'h1;
                coeff_reg <= mem[coeff_ind];
                out <= b;
        end
    end
endmodule
```
==> Changelog: implementation <==
### Changed

* Area leader share at 49.63%
* Critical Path Sink Type: flop
* Mapped Cells at 1752
* Startpoint Class: input pin
* Unrepaired setup endpoints after global routing: false
* Cell area leaders: fa_1, and2_1, ha_1
* Max stage delay on crit path at 1.06 ns
* Inserted Clock Buffers at 5
* Area of the mapped netlist at 0.01646 sq mm
* Max FFs per register at 32
* Critical path's slowest cell: clkdlybuf4s50_1
* Die X at 183.4 um
* Initial antenna violation count at 0
* Worst-path fanout max at 17
* Met3 routed WL at 3374 um
* Boundary pin count at 98
* Largest register by flop count: mu.out
* Worst EP required at 11.06 ns
* Actual slew at the worst max-slew pin at 0.9168 ns
* Number of synthesized flops with an enable pin at 0
* DR pass1 iterations at 4
* Avg Inst Size Synth at 9.393 sq um
* Cell type with the largest total area: fa_1
* Post-layout min period at 9.629 ns
* Share of layout cells above drive strength 1 at 2.863%
* Hold Crit Class: in2reg
* Dominant flop cell: dfxtp_1
* Final wirelength at 40360 um
* Clock-pin transition on the worst setup and hold timing paths at 0.06 ns
* Seq/Total Area, Yosys at 3.893%
* Worst slew margin at 38.69%
* Yosys reg bits at 32
* Synth top cell by count: fa_1
* Kind of critical path: in2reg
* First-pass GRT wire length at 65740 um
* Outcome: finished, final reports clean
* Asr flop ratio synth at 0%
* Tcrit/Tclk final at 88.34%
* Fp util at 50.71%
* Highest Signal Layer: met4
* CTS tree: done
* Post-route DRC at 0
* Layout area overhead at 10.22%
* Largest net degree at the start of global routing at 32
* Final hold vios at 0
* YS chip area at 0.01646 sq mm
* Largest regs: mu.out x32
* CTS H-tree lvls at 2
* CTS resizes at 0
* Max-Cap Viols at 0
* Via count at 11380
* CTS Hold Buffers Added at 0
* Maximum clock path buffer count at 2
* Placement Rows at 66
* Via density at 5.039
* Final Core Density at 55.89%
* Yosys Instances at 1752
* Vias in the first global route at 12040
* Post-Route Setup TNS at 0 ns
* Setup Buffers After CTS at 0
* Synth top cells by count: fa_1, and2_1, inv_1
* Critical Path AT at 9.79 ns
* Final setup fails at 0
* DRT met1 WL at 16670 um
* Distinct lib cells at 46
* Total Routing Usage GR at 28.00%
* Yosys warning count at 3
* Tool warnings at 26
* Placer Congestion at 0.9085
* Top cell by count, worst path: fa_1
* Antenna Nets Post-Route at 0
* Core Region at 0.03245 sq mm
* Routed wire per std cell at 17.87 um
* Hpwl dp at 34420 um
* Crit-path cells: clkdlybuf4s50_1 > nand2_1 > fa_1 > inv_1 > fa_1 > fa_1 > inv_1 > fa_1 > inv_1 > ha_1 > ha_1 > fa_1 > fa_1 > ha_1 > and3_1 > a221o_1 > a311oi_1 > nor4_1 > buf_4 > or4b_4 > a31oi_4 > o21ai_2 > xnor2_1
* Total gr overflow at 0
* Fmax at 103.9 MHz
* DR WL met2 at 19260 um
* First DRT Iteration DRCs at 377
* Num Clock Sinks at 32
* Die area at 0.03364 sq mm
* Die Ht at 183.4 um
* Ant. Diodes at 0
* Port bufs at 96
* CTS Root Cell: clkbuf_16
* Pins Over Slew Limit at 0
[per-layer routing]
layer	vias up	track usage, %
met1	5744	41.84
met4	0	5.467
li1	5222	-
met5	-	0
met2	362	42.94
met3	49	9.107
[final timing paths]
check | from | end | cells after the start
setup / recovery | x[9] | mu.out[31] | 23
hold / removal | x[0] | mu.out[0] | 2
[metrics by stage]
stage               setup WS (ns)  hold WS, ns  area (sq um)  cells
finish                      1.271        2.882         18140   2258
global route                1.007        2.948         18140   2258
global placement            1.063        2.837         17970   2250
floorplan                   2.258        2.307         16460   1752
detailed placement          1.010        2.833         17970   2250
CTS                         1.309        2.874         18140   2258
[layout make-up]
type	count	area, sq um
multi-input cells	1282	14170
repair buffers	137	1269
fillers	2893	14320
inverters	357	1340
well taps	442	553.0
flip-flops and latches	32	640.6
clock buffers	6	128.9
clock inverters	2	35.03
[worst max-delay path: cells and delay by family]
family          cells  cell delay, ns
xor+xnor            1            0.12
compound gates      4            1.22
buf+inv             5            1.39
fa+ha+maj           9            3.80
simple gates        4            1.05
[kinds of logic after synthesis]
kind of cell | share of synthesized area (%)
AND-OR/OR-AND | 3.315
XOR/XNOR | 4.311
adder cells (fa/ha/maj) | 58.98
buffers and inverters | 9.990
flip-flops | 3.893
multiplexers | 0.06083
AND/OR/NAND/NOR | 19.45
[cell usage in the layout (no fill, tap or decap), drive strengths merged, types with 4 or more instances in the layout]
cell,instances
a211oi,5
a21o,13
a21oi,21
and2,369
buf,41
clkbuf,6
clkdlybuf4s50,96
dfxtp,32
fa,408
ha,123
inv,357
nand2,180
nand2b,4
nor2,22
nor3,5
o21a,4
o21ai,13
xnor2,64
xor2,17
